File: design/flow/config.mk
export PLATFORM = sky130hd
export DESIGN_NAME = spi_master
export DESIGN_NICKNAME = spi_master
export VERILOG_FILES = /design/flow/design.v
export SDC_FILE = /design/flow/constraint.sdc
export NUM_CORES = 4
export LEC_CHECK = 1
export CORE_AREA = 10 10 103 103
export DIE_AREA = 0 0 113 113
File: design/flow/constraint.sdc
current_design spi_master

set clk_period 2.6
set clk_io_pct 0.2

create_clock -name clk0 -period $clk_period [get_ports {clk}]

set non_clock_inputs [all_inputs -no_clocks]
set_input_delay [expr $clk_period * $clk_io_pct] -clock clk0 $non_clock_inputs
set_output_delay [expr $clk_period * $clk_io_pct] -clock clk0 [all_outputs]
File: design/flow/design.v
`timescale 1ns/1ps  
module spi_master (
    input logic clk,
    input logic rst,
    input logic CPOL,
    input logic CPHA,
    input logic start,
    input logic [7:0] tx_data,
    output logic [7:0] rx_data,
    output logic tx_ready,
    output logic done,        
    output logic SCLK,
    output logic MOSI,
    input logic MISO
);
    typedef enum logic [1:0] {
        IDLE,
        CP0,
        CP1,
        CP_DELAY     
    } state_t;
    state_t state_reg, state_next;
    logic [7:0] tx_data_reg, tx_data_next;
    logic [7:0] rx_data_reg, rx_data_next;
    logic [5:0] sclk_counter_reg, sclk_counter_next;    
    logic [2:0] bit_counter_reg, bit_counter_next;        
    assign MOSI = tx_data_reg[7];  
    assign rx_data = rx_data_reg;
    logic p_clk;
    logic spi_clk_reg, spi_clk_next;
    assign p_clk = (CPHA && (state_next == CP0)) || (!CPHA && (state_next == CP1));
    assign spi_clk_next = CPOL ? ~p_clk : p_clk;
    assign SCLK = spi_clk_reg;
    always_ff @( posedge clk, posedge rst ) begin : state_ff
        if (rst) begin
            state_reg <= IDLE;
            tx_data_reg <= 8'd0;
            rx_data_reg <= 8'd0;
            sclk_counter_reg <= 6'd0;
            bit_counter_reg <= 3'd0;
            spi_clk_reg <= 1'b0;
        end else begin
            state_reg <= state_next;
            tx_data_reg <= tx_data_next;
            rx_data_reg <= rx_data_next;
            sclk_counter_reg <= sclk_counter_next;
            bit_counter_reg <= bit_counter_next;
            spi_clk_reg <= spi_clk_next;
        end
    end
    always_comb begin : state_next_logic
        state_next = state_reg;
        tx_data_next = tx_data_reg;
        rx_data_next = rx_data_reg;
        sclk_counter_next = sclk_counter_reg;
        bit_counter_next = bit_counter_reg;
        tx_ready = 1'b0;
        done = 1'b0;
        case (state_reg)
            IDLE: begin
                done = 1'b0;
                tx_ready = 1'b1;
                sclk_counter_next = 0;
                bit_counter_next = 0;
                if (start) begin
                    state_next = CPHA ? CP_DELAY : CP0;
                    tx_data_next = tx_data;
                end
            end
            CP0: begin
                if (sclk_counter_reg == 49) begin
                    state_next = CP1;
                    sclk_counter_next = 0;
                    rx_data_next = {rx_data_reg[6:0], MISO};     
                end else sclk_counter_next = sclk_counter_reg + 1;
            end
            CP1: begin
                if (sclk_counter_reg == 49) begin
                    sclk_counter_next = 0;
                    if (bit_counter_reg == 7) begin
                        state_next = CPHA ? IDLE : CP_DELAY;
                        done = CPHA ? 1'b1 : 1'b0;
                        bit_counter_next = 0;
                    end else begin
                        state_next = CP0;
                        tx_data_next = {tx_data_reg[6:0], 1'b0};  
                        bit_counter_next = bit_counter_reg + 1;
                    end
                end else sclk_counter_next = sclk_counter_reg + 1;
            end
            CP_DELAY: begin
                if (sclk_counter_reg == 49) begin
                    state_next = CPHA ? CP0 : IDLE;
                    sclk_counter_next = 0;
                    done = CPHA ? 1'b0 : 1'b1;
                end else sclk_counter_next = sclk_counter_reg + 1;
            end
            default: begin
                state_next = IDLE;
            end
        endcase
    end
endmodule
File: design/flow/run.sh
#!/bin/bash
# OpenROAD 26Q1-2900-gdf79404cd8, Yosys 0.63+post, stock flow scripts
make -C /OpenROAD-flow-scripts/flow DESIGN_CONFIG=/design/flow/config.mk WORK_HOME=/design/flow/orfs finish
==> out/qor.rpt <==
=================================================================================================
Run status                                                                           complete, no violations
Number of cells in the yosys synthesis report                                                 126
Required time of the critical path                                                        2.08 ns
Final Hold Vio Count                                                                            0
I/O Pins                                                                                       26
CP max stage cell                                                                    sky130_fd_sc_hd__clkdlybuf4s50_1
Post-synth area from yosys stat                                                         1525 um^2
Synthesis-to-layout area growth                                                            33.14%
Via count of the first global-routing pass                                                   1012
Global-route congestion overflow total                                                          0
Placement Rows                                                                                 33
Final antenna-violating net count                                                               0
Maximum capacitance violations                                                                  0
Worst VDD drop                                                                          0.2634 mV
Footprint of the multi-input gates                                                     747.0 um^2
H-tree depth                                                                                    2
Leading cell types in the layout, fill and taps excluded                             sky130_fd_sc_hd__dfrtp_1, sky130_fd_sc_hd__clkdlybuf4s50_1, sky130_fd_sc_hd__mux2_2, sky130_fd_sc_hd__nor2_1, sky130_fd_sc_hd__mux2_4
CTS Sinks                                                                                      30
Clock buffer count from CTS                                                                     5
Power after layout                                                                      0.9746 mW
Fin. max-slew vios                                                                              0
Routed length per placed instance                                                        11.68 um
Count of fill cells added during filler insertion                                             850
Yosys Warn Count                                                                                1
Gr usage total                                                                             4.757%
Crit path capture type                                                                output port
DR vias                                                                                      1023
Area occupied by registers                                                             752.0 um^2
Tightest Pin Transition                                                                 0.7505 ns
X dimension of the die                                                                     113 um
Top area cells in the synthesized netlist                                            sky130_fd_sc_hd__dfrtp_1, sky130_fd_sc_hd__mux2_2, sky130_fd_sc_hd__mux2_4
Final TNS setup                                                                              0 ns
LEAKAGE                                                                                 0.8896 nW
Fin area                                                                                2031 um^2
Initial antenna violation count                                                                 0
Minimum period implied by the final worst setup slack                                    2.458 ns
Area leader share                                                                          47.58%
Floorplan die area                                                                     12770 um^2
Share of cells above drive strength 1                                                      27.39%
Hold Crit Class                                                                           reg2reg
Post-placement cell area                                                                1898 um^2
Number of DRC markers in iteration 0                                                           58
Number of register bits inferred by synthesis                                                  30
TritonCTS clock tree                                                                          yes
Category of the most critical setup path                                                  reg2out
Number of distinct library cell variants in the gate-level netlist after synthesis             31
Die height                                                                                 113 um
Gate count of the mapped netlist                                                              126
Dpl hpwl                                                                                  2108 um
CTS root buffer                                                                      sky130_fd_sc_hd__clkbuf_8
Max incr delay on CP                                                                      0.50 ns
Worst rel slew slack                                                                       49.54%
Clock transition at the registers of the reported paths                                   0.07 ns
Element type at the critical path start                                                      flop
Wire length of the first global-routing pass                                              5147 um
Most area-hungry cell type in the Yosys netlist                                      sky130_fd_sc_hd__dfrtp_1
Max FO, Critical Path                                                                           5
Count of tool warnings                                                                         26
Routed Wire Length                                                                        3060 um
Buffer depth of the longest clock path                                                          2
GPL Wtd Cong                                                                               0.7929
Core area                                                                               8299 um^2
Antenna cell count                                                                              0
Critical path arrival                                                                     1.94 ns
Number of iterations in the first detailed-routing pass                                         4
Worst hold slack across all endpoints                                                   0.4927 ns
Cell area after technology mapping                                                      1525 um^2
Final worst clock skew                                                                0.006569 ns
Power per standard cell area                                                         479.9 nW/um^2
Number of buffers inserted by port buffering                                                   25
Cell chain of the critical path                                                      ha_1 > ha_4 > nand3_1 > nand2b_1 > a21oi_2 > clkdlybuf4s50_1
Top cell excl fill/tap                                                               sky130_fd_sc_hd__dfrtp_1
Pin count of the biggest net entering global routing                                           31
Insertion delay of the later-clocked pin in the worst-skew pair                           0.28 ns
Via-to-Cell Ratio                                                                           3.905
Post-synthesis sequential area ratio                                                       49.30%
Final setup vio count                                                                           0
Period utilization                                                                         94.52%
Post-Synthesis Mean Instance Area                                                      12.10 um^2
Post-route DRC violation count                                                                  0
Maximum frequency from static timing analysis                                           406.9 MHz
FP Core Util                                                                               18.38%
=================================================================================================
## final timing paths
kind	from	cells after the start	slack (ns)	endpoint
worst max-delay path	bit_counter_reg[0]$_DFFE_PP0P_	6	0.14	done
worst min-delay path	sclk_counter_reg[0]$_DFF_PP0_	1	0.49	sclk_counter_reg[0]$_DFF_PP0_
max in group asynchronous	rst	3	1.67	state_reg[0]$_DFF_PP1_
worst min register to register	sclk_counter_reg[0]$_DFF_PP0_	1	0.49	sclk_counter_reg[0]$_DFF_PP0_
worst max register to register	sclk_counter_reg[1]$_DFF_PP0_	5	0.55	rx_data_reg[7]$_DFFE_PP0P_
min in group asynchronous	rst	3	0.61	bit_counter_reg[1]$_DFFE_PP0P_
## per-stage QoR
stage,instances,util [%],setup WS [ns]
after floorplan,126,-,0.8720
after global placement,253,22.87,0.09749
after detailed placement,253,22.87,0.1389
after CTS,261,24.18,0.06054
after global routing,262,24.47,-0.0009441
final,262,24.47,0.1424
## logic make-up (layout without fill, tap and decap cells)
logic type      count (synthesis)  count (layout)  share of synthesized area, %
flops                          30              30                         49.30
buf+inv                         9              40                         2.788
fa+ha+maj                       4               4                         3.282
compound gates                 18              18                         8.367
simple gates                   34              34                         12.31
xor+xnor                        5               5                         2.872
mux                            26              26                         21.08
## synth_stat cells
| cell | number |
|---|---|
| sky130_fd_sc_hd__dfrtp_1 | 29 |
| sky130_fd_sc_hd__mux2_2 | 17 |
| sky130_fd_sc_hd__nor2_1 | 9 |
| sky130_fd_sc_hd__mux2_4 | 8 |
| sky130_fd_sc_hd__a22o_1 | 6 |
| sky130_fd_sc_hd__nand2_1 | 6 |
| sky130_fd_sc_hd__a21oi_1 | 5 |
| sky130_fd_sc_hd__nand2b_1 | 5 |
| sky130_fd_sc_hd__nand3_1 | 5 |
| sky130_fd_sc_hd__clkbuf_1 | 4 |
| sky130_fd_sc_hd__ha_1 | 4 |
| sky130_fd_sc_hd__inv_1 | 3 |
| sky130_fd_sc_hd__o21ai_0 | 3 |
| sky130_fd_sc_hd__xnor2_1 | 3 |
| sky130_fd_sc_hd__nand3b_1 | 2 |
| sky130_fd_sc_hd__xor2_1 | 2 |
| sky130_fd_sc_hd__a2111o_1 | 1 |
| sky130_fd_sc_hd__and2_1 | 1 |
| sky130_fd_sc_hd__and3b_1 | 1 |
| sky130_fd_sc_hd__buf_2 | 1 |
| sky130_fd_sc_hd__buf_6 | 1 |
| sky130_fd_sc_hd__dfstp_2 | 1 |
| sky130_fd_sc_hd__mux2i_1 | 1 |
| sky130_fd_sc_hd__nand4_4 | 1 |
| sky130_fd_sc_hd__nor2_2 | 1 |
| sky130_fd_sc_hd__nor2b_1 | 1 |
| sky130_fd_sc_hd__nor3_1 | 1 |
| sky130_fd_sc_hd__o211ai_1 | 1 |
| sky130_fd_sc_hd__o31a_1 | 1 |
| sky130_fd_sc_hd__o31ai_1 | 1 |
| sky130_fd_sc_hd__or2_2 | 1 |
## layer usage
layer | vias up | global-route usage, % | share of wire [%]
met5 | - | 0 | 0
met4 | 0 | 0.6768 | 0.95
met3 | 3 | 1.870 | 6.5
met2 | 26 | 6.144 | 38
met1 | 489 | 7.328 | 54
li1 | 505 | - | -
## final cells by class
| cell class | count | share of cell area [%] |
|---|---|---|
| clock buffer | 5 | 3.389 |
| clock inverter | 3 | 1.972 |
| inverter | 3 | 0.5545 |
| multi-input combinational | 87 | 36.78 |
| sequential | 30 | 37.03 |
| tap | 105 | 6.469 |
| timing repair buffer | 29 | 13.80 |
## worst max-delay path, delay by kind of cell (launching register included)
kind	cells	cell delay, ns
AOI/OAI and AO/OA	1	0.14
adders and majority gates	2	0.37
buffers and inverters	1	0.50
DFF	1	0.39
and+or+nand+nor	2	0.25
## where the power goes
group	switching [mW]	total (mW)	internal, mW
clock network	0.176	0.457	0.282
registers	0.00103	0.469	0.468
logic	0.0180	0.0481	0.0300
total	0.195	0.975	0.780
## timing repair
item / 4_1_cts / 5_1_grt
hold buffers: 0 / 0
gates resized: 0 / 3
endpoints found under the hold margin: 0 / 0
setup buffers: 0 / 1
endpoints found under the setup margin: 0 / 1
Power figures rest on the tool's default switching activity, not on a simulated workload.
