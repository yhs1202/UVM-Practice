<file path="run.sh">
#!/bin/bash
# OpenROAD 26Q1-2900-gdf79404cd8, Yosys 0.63+post, stock flow scripts
make -C /OpenROAD-flow-scripts/flow DESIGN_CONFIG=/design/flow/config.mk WORK_HOME=/design/flow/orfs finish
</file>
<file path="constraint.sdc">
current_design adder_clk

set clk_period 1.0
set clk_io_pct 0.2

create_clock -name clk0 -period $clk_period [get_ports {clk}]

set non_clock_inputs [all_inputs -no_clocks]
set_input_delay [expr $clk_period * $clk_io_pct] -clock clk0 $non_clock_inputs
set_output_delay [expr $clk_period * $clk_io_pct] -clock clk0 [all_outputs]
</file>
<file path="design.v">
module adder_clk (
    input logic clk,
    input logic rst,
    input logic [7:0] a,
    input logic [7:0] b,
    output logic [8:0] y
);
    always_ff @(posedge clk or posedge rst) begin
        if (rst) y <= 0;
        else     y <= a + b;
    end
endmodule
</file>
<file path="config.mk">
export PLATFORM = sky130hd
export DESIGN_NAME = adder_clk
export DESIGN_NICKNAME = adder_clk
export VERILOG_FILES = /design/flow/design.v
export SDC_FILE = /design/flow/constraint.sdc
export NUM_CORES = 4
export LEC_CHECK = 1
export CORE_AREA = 10 10 70 70
export DIE_AREA = 0 0 80 80
</file>
==> commit_impl_results.txt <==
Update PnR metrics after Yosys + OpenROAD run

- Routability congestion estimate from global placement: approximately 0.8
- RSZ-0062 raised after global routing: yes
* Netlist cell types: 21
- The OpenROAD report gives the critical path a required time of 1.18 ns.
* Antenna violations before repair: 0
- For this run, the share of the core covered by cells in the final layout is 0.3363.
* Maximum fanout along the worst path: 2
- Count of hold buffers inserted by post-cts repair: 0
- Of the cells placed in the final design, the portion with a size suffix greater than 1 is 0.6186.
* Number of warnings the tools reported: 28
- Top cell area share: 0.4072
* Final-report hold violation count: 0
- The tree is rooted in a sky130_fd_sc_hd__clkbuf_4.
- Entering global routing, the biggest net connects 10 pins.
- Per the Yosys statistics, synthesis produced 52 cells.
- The worst setup path is launched from a primary input.
- Counting flops per register, the top entry is y.
* Power density of the placed cells: about 1100 nW/um^2
- Per the OpenROAD power report, leakage power amounts to 0.5032 nW.
* Outcome: finished with violations
* Synthesized-area fraction occupied by xor and xnor cells: 0.06335
- Per the CTS log, the maximum H-tree level is 1.
- Number of enable-type register cells in the synthesized netlist: 0
- Sum of net half-perimeters after detailed placement: 1230 um
- Biggest regs: y (9)
- TritonCTS Buffers: 3
* Area of the mapped netlist: 553.0 sq um
* Worst IR drop on VDD: 0.0002868 V
- Critical path class: primary input to flip-flop
- On the worst setup and hold paths after CTS, the clock-pin slew comes to 0.05 ns.
- IO buf count: 26
- The final reports fail on negative setup slack.
* Final period demand of the worst path: 1.098 ns
- Per the slew report, the remaining headroom to the max-slew limit stands at 0.7992.
* Dominant cell type by area after synthesis: sky130_fd_sc_hd__dfrtp_1
* Post-route DRC: 0
- According to the floorplan report, the die width is 80 um.
* Avg Inst Size Synth: 10.64 sq um
- Growth of design area from synthesis to finish: 107.7%
- Final worst path period share: 1.098
- Per the synthesis report, the adder-cell share of the synthesized area is 0.2172.
* WL final: 1501 um
- Maximum operating frequency: 911.0 MHz
- Drt initial violations: 12
* TritonCTS clock tree: built
- Dominant Register Cell: sky130_fd_sc_hd__dfrtp_1
- Counting along the longest clock path gives a buffer depth of 2.
- Number of flip-flops in the largest register: 9
* Die Y-Extent: 80 um
* Register area share after synthesis: 0.4072
- Looking at the max-slew report, the worst-margin pin has a slew of between 0.3 and 0.4 ns.
* Dominant kind of combinational cell: adder cells
- Summed over all layers, the global routing overflow is 0.
- Per the synth stats, the proportion of register bits with asynchronous set or reset is 1.000.
- On the final layout, the worst hold slack is 0.1563 ns.
* Via count of the first global-routing pass: 602
- Via total after detailed routing: 526
- AND-OR/OR-AND Cells, Area Fraction: 0.1629
- Of the total synthesized cell area, the portion taken by AND, OR, NAND and NOR gates is 0.1041.
* DR WL/cell: 10.50 um
- In the floorplan report the effective utilization is 0.1619.
- The overall die size recorded for this design is 6400 sq um.
* Number of inserted filler cells in the final layout: about 330
* Number of sinks handled by clock tree synthesis: 9
* Post-layout worst setup margin: -0.09766 ns
- Count of antenna-violating nets left after detailed routing: 0
- Row Count: 21
* Count of mapped cells out of synthesis: about 52
* Count of boundary I/O pins: 27
- Diodes inserted: 0
* Worst min-delay path category: primary input to flip-flop
- For this run, the total global-route usage over all layers was measured as 0.04818.
* Iteration tally of the first detailed-router pass: 4
- Dominant cell by count in the synthesized netlist: sky130_fd_sc_hd__dfrtp_1
* Final Max Tran Viols: 0
- Final setup violation count: 5
- Accumulated negative setup slack: -0.3827 ns
- Counting the warning lines in the Yosys log gives 1.
* Post-synth regs: 9
- Total cell area reported by yosys after synthesis: 553.0 sq um
- CP Capture Type: flip-flop
* Average via count per standard cell: between 3 and 4
- Per the run summary, max-cap violations total 0.
- In this run the standard cell core region covers 3416 sq um.
* Most frequent cells after synthesis: sky130_fd_sc_hd__dfrtp_1 (9), sky130_fd_sc_hd__ha_1 (8), sky130_fd_sc_hd__a21oi_1 (5)
* Leading post-synthesis cells by cell area: sky130_fd_sc_hd__dfrtp_1 (41%), sky130_fd_sc_hd__ha_1 (18%), sky130_fd_sc_hd__a21oi_1 (4.5%)
- According to the timing report, the arrival time at the worst endpoint equals 1.28 ns.
- Area fraction in mux cells: 0.01810
- Global-route wire length before repair: between 2000 and 3000 um
[final timing paths]
path | start | end | slack [ns] | depth (start not counted)
max | b[0] | y[6]$_DFF_PP0_ | -0.1 | 7
min | a[0] | y[0]$_DFF_PP0_ | 0.16 | 2
max in group asynchronous | rst | y[4]$_DFF_PP0_ | 0.58 | 2
min in group asynchronous | rst | y[5]$_DFF_PP0_ | 0.19 | 2
[repair_timing]
item | 4_1_cts | 5_1_grt
resized | 93 | 16
buffers inserted | 3 | 2
hold endpoints to repair | 0 | 0
pin swaps | 23 | 17
endpoints found under the setup margin | 17 | 10
[area by class of cell]
type                    count  area (sq um)  area share
repair buffers             41         332.8      0.2898
inverters                   4         15.01     0.01307
clock buffers               4         26.28     0.02288
flip-flops and latches      9         225.2      0.1961
multi-input cells          39         491.7      0.4281
well taps                  46         57.56     0.05011
[critical path, cell delays in order]
cell and delay (ns):
sky130_fd_sc_hd__buf_8 0.10, sky130_fd_sc_hd__ha_4 0.15, sky130_fd_sc_hd__fa_2 0.34, sky130_fd_sc_hd__a21oi_2 0.16, sky130_fd_sc_hd__nor2_1 0.07, sky130_fd_sc_hd__nor2_2 0.13, sky130_fd_sc_hd__xnor2_1 0.12
[layer usage]
metal,share of wire,vias up,global-route usage
met5,0,-,0
met4,0.042,0,0.01761
met3,0.12,5,0.02273
met2,0.42,20,0.06902
met1,0.42,224,0.06156
li1,-,277,-
[power breakdown]
part           internal, mW  total, mW  switching [mW]
combinational         0.301      0.497           0.197
clock                 0.153      0.267           0.114
sequential            0.427      0.442          0.0146
[placed cells by master, fill, tap and decap left out, types with 3 or more instances in the layout]
cell type	instances
sky130_fd_sc_hd__inv_1	3
sky130_fd_sc_hd__ha_4	8
sky130_fd_sc_hd__buf_4	14
sky130_fd_sc_hd__buf_6	10
sky130_fd_sc_hd__clkbuf_4	3
sky130_fd_sc_hd__clkbuf_2	5
sky130_fd_sc_hd__dlygate4sd2_1	4
sky130_fd_sc_hd__nand2_1	3
sky130_fd_sc_hd__dfrtp_1	9
sky130_fd_sc_hd__buf_2	6
[metrics by stage]
stage          setup WS, ns  area, sq um  power, mW  std cells
3_5_place_dp        -0.8016         1030     0.9373        135
4_1_cts             -0.1184         1134      1.224        142
3_3_place_gp        -0.7906         1030     0.9341        135
5_1_grt             -0.1596         1149      1.295        143
6_report           -0.09766         1149      1.206        143
2_1_floorplan       -0.2434        629.4     0.6400         52
[cell families after synthesis]
family                     count (synthesis)
DFF                                        9
AOI/OAI and AO/OA                         13
xor gates and xnor gates                   4
muxes                                      1
buffers and inverters                      4
and+or+nand+nor                           12
adders and majority gates                  9
Power figures rest on the tool's default switching activity, not on a simulated workload.
